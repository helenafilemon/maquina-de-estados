===== design/flow/run.sh =====
#!/bin/bash
# OpenROAD 26Q1-2900-gdf79404cd8, Yosys 0.63+post, stock flow scripts
make -C /OpenROAD-flow-scripts/flow DESIGN_CONFIG=/design/flow/config.mk WORK_HOME=/design/flow/orfs finish

===== design/flow/config.mk =====
export PLATFORM = sky130hd
export DESIGN_NAME = divisor_frequencia
export DESIGN_NICKNAME = divisor_frequencia
export VERILOG_FILES = /design/flow/design.v
export SDC_FILE = /design/flow/constraint.sdc
export NUM_CORES = 4
export LEC_CHECK = 1
export CORE_AREA = 10 10 75 75
export DIE_AREA = 0 0 85 85

===== design/flow/constraint.sdc =====
current_design divisor_frequencia

set clk_period 1.0
set clk_io_pct 0.2

create_clock -name clk0 -period $clk_period [get_ports {clk}]

set non_clock_inputs [all_inputs -no_clocks]
set_input_delay [expr $clk_period * $clk_io_pct] -clock clk0 $non_clock_inputs
set_output_delay [expr $clk_period * $clk_io_pct] -clock clk0 [all_outputs]

===== design/flow/design.v =====
module divisor_frequencia (
	input clk,
	output qfinal
	);
	wire[21:0] q;
	flipflopt ff1(clk, 1'b1, q[0]);
	flipflopt ff2(q[0], 1'b1, q[1]);
	flipflopt ff3(q[1], 1'b1, q[2]);
	flipflopt ff4(q[2], 1'b1, q[3]);
	flipflopt ff5(q[3], 1'b1, q[4]);
	flipflopt ff6(q[4], 1'b1, q[5]);
	flipflopt ff7(q[5], 1'b1, q[6]);
	flipflopt ff8(q[6], 1'b1, q[7]);
	flipflopt ff9(q[7], 1'b1, q[8]);
	flipflopt ff10(q[8], 1'b1, q[9]);
	flipflopt ff11(q[9], 1'b1, q[10]);
	flipflopt ff12(q[10], 1'b1, q[11]);
	flipflopt ff13(q[11], 1'b1, q[12]);
	flipflopt ff14(q[12], 1'b1, q[13]);
	flipflopt ff15(q[13], 1'b1, q[14]);
	flipflopt ff16(q[14], 1'b1, q[15]);
	flipflopt ff17(q[15], 1'b1, q[16]);
	flipflopt ff18(q[16], 1'b1, q[17]);
	flipflopt ff19(q[17], 1'b1, q[18]);
	flipflopt ff20(q[18], 1'b1, q[19]);
	flipflopt ff21(q[19], 1'b1, q[20]);
	flipflopt ff22(q[20], 1'b1, q[21]);
	flipflopt ff23(q[21], 1'b1, qfinal);
endmodule
module flipflopt(clk,t,q);
	input clk,t;
	output reg q;
	always @ (posedge clk)begin
     	if(t == 0)
          	q <= q;
     	else
          	q = ~q;
	end    	 
endmodule

==> impl_metrics.py <==
# Synthesis and PnR figures
metrics = {
    "status": {
        "status": "finished, final reports clean",
    },
    "die": {
        "io_pins": 2,
        "die_w_um": 85,
        "chipHeight_um": 85,
        "num_rows": 23,
        "fp_util_pct": 13.5,
        "die_area_mm2": 0.00723,
        "core_mm2": 0.00406,
    },
    "clock_network": {
        "post-cts-setup-buffers": 0,
        "cts_hold_buf": 0,
        "clkLatencyLatePin_ps": 0,
        "clk_pin_slew_ps": 0,
        "post_cts_resized": 0,
    },
    "final_timing": {
        "final-setup-viol-count": 0,
        "rsz0062_at_grt": "no",
        "relSlewSlack_pct": 94.4,
        "layout_min_cycle_time_ps": 470,
        "unclocked_pins": 22,
        "fmax_mhz": 2130,
        "clock_skew_ps": 0,
        "worstMarginPinSlew_ps": 83.5,
        "hold_viol_final": 0,
        "tns_ps": 0,
        "fin_crit_sh_pct": 47.0,
        "drv_slew": 0,
        "untimed_endpoints": 23,
    },
    "yosys": {
        "ys_cells": 46,
        "ys_sh_mux_pct": 0,
        "synthAoiAreaFrac_pct": 0,
        "topCombFamilyByArea": "buffers and inverters",
        "netlist_instances": 46,
        "yosysSeqAreaShare_pct": 84.2,
        "ys_seq_elements": 23,
        "yosys.area_share.xor_xnor_pct": 0,
        "syn_area_um2": 547,
        "yosysTopAreaCell": "dfxtp_1",
        "ys_sh_simple_pct": 0,
        "top_area_share_pct": 84.2,
        "synth_area_per_cell_um2": 11.9,
        "top_cells_by_area": "dfxtp_1 (84%), inv_1 (16%)",
        "ys_warn_count": 1,
        "synth_cell_types": 2,
        "ys_area_um2": 547,
        "synthAdderAreaFrac_pct": 0,
    },
    "setup_path": {
        "critPathMaxFanout": 2,
        "crit_type": "flop to flop",
        "crit_slowest_cell": "dfxtp_1",
        "path_buffers": 1,
        "cp-end-kind": "flop",
        "slowest_delay_ps": 310,
        "critPathTopFamily": "flip-flops",
        "required_ps": 890,
        "crit_path_start_kind": "flop",
        "crit_chain": "inv_1",
        "cp.arrival_ps": 360,
    },
    "power_and_ir_drop": {
        "p_sw_share_pct": 0,
        "peakVddDrop_v": 0.000154,
        "p_leak_nw": 0.193,
        "clkPwrFrac_pct": 0,
        "power_frac_comb_pct": 0,
        "internal-power_w": 0.0000407,
        "p_per_area_mw_per_mm2": 65.7,
        "p_switching_w": 0,
        "p_seq_share_pct": 100.0,
    },
    "drt": {
        "drc": 0,
        "wl_um": 426,
        "diodes": 0,
        "avgViaCountPerCell": 2.35,
        "firstDrtPassIters": 1,
        "drt-initial-drc-count": 0,
        "num_vias": 228,
        "drt.antenna.violating_nets": 0,
        "wl_per_cell_um": 4.39,
    },
    "global_route": {
        "grt_pass1_vias": 253,
        "antenna_found_initial": 0,
        "grtUsageTotal_pct": 1.35,
        "grt_overflow": 0,
        "grt_pass1_wl_um": 924,
        "grt_max_degree": 3,
    },
    "layout": {
        "finalNonFillerCells": 97,
        "syn_to_final_growth_pct": 13.3,
        "drive_above_1_share_pct": 0,
        "fill_cells": 437,
        "fin_util_pct": 15.3,
        "logic_gates": 0,
        "ff_latch_area_um2": 460,
        "logic_area_um2": 0,
    },
    "placement": {
        "gp_congestion": 0.606,
        "io_buffers": 1,
        "placed_cells_incl_taps": 97,
        "detailed_place_hpwl_um": 421,
    },
    "flow_run": {
        "cap_viol_max_count": 0,
        "warning_count": 28,
    },
    "worst_hold_path": {
        "hold_path.class": "flop to flop",
    },
}
-- per-stage QoR --
stage               hold WS (ps)  instance area [µm²]   power, W  worst slack (ps)
floorplan                    350                  547  0.0000407               564
finish                       375                  619  0.0000407               530
CTS                          378                  619  0.0000407               526
detailed placement           377                  619  0.0000407               528
global placement             359                  619  0.0000407               552
global route                 398                  619  0.0000407               499
-- final timing paths --
| kind | depth (start not counted) | start | slack (ps) | end |
|---|---|---|---|---|
| setup / recovery | 1 | ff1.q$_DFF_P_ | 530 | ff1.q$_DFF_P_ |
| hold / removal | 1 | ff1.q$_DFF_P_ | 380 | ff1.q$_DFF_P_ |
| setup reg to reg | 1 | ff1.q$_DFF_P_ | 530 | ff1.q$_DFF_P_ |
| hold reg to reg | 1 | ff1.q$_DFF_P_ | 380 | ff1.q$_DFF_P_ |
-- placed cells by master, fill, tap and decap left out, drive strengths merged --
cell type      count
clkdlybuf4s50      1
dfxtp             23
inv               23
-- metal layers --
metal,part of all wire (%),GRT usage (%),up-vias
met5,0,0,-
met3,2.8,0.0963,0
met2,48,2.79,2
met1,49,1.52,108
li1,-,-,118
met4,0,0,0
-- layout make-up --
class                 count  area share, %
Sequential cell          23           74.3
Tap cell                 50           10.1
Timing Repair Buffer      1           1.62
Inverter                 23           13.9
-- cells by family (layout without fill, tap and decap cells) --
family	count (synthesis)	count (layout)
buffers and inverters	23	24
flip-flops	23	23
-- cells in the mapped netlist, drive strengths merged --
| library cell | instances |
|---|---|
| dfxtp | 23 |
| inv | 23 |
-- power by group through the flow --
stage                 clock, W  sequential (W)  combinational (W)
after CTS                    0       0.0000407   0.00000000000789
after global routing         0       0.0000407   0.00000000000789
final                        0       0.0000407   0.00000000000789
Power is estimated from default activity; no workload was simulated.
