--- config.mk ---
export PLATFORM = sky130hd
export DESIGN_NAME = mef1
export DESIGN_NICKNAME = mef1
export VERILOG_FILES = /design/flow/design.v
export SDC_FILE = /design/flow/constraint.sdc
export NUM_CORES = 4
export LEC_CHECK = 1
export CORE_AREA = 10 10 70 70
export DIE_AREA = 0 0 80 80
--- constraint.sdc ---
current_design mef1

set clk_period 2.5
set clk_io_pct 0.2

create_clock -name clk0 -period $clk_period [get_ports {clk}]

set non_clock_inputs [all_inputs -no_clocks]
set_input_delay [expr $clk_period * $clk_io_pct] -clock clk0 $non_clock_inputs
set_output_delay [expr $clk_period * $clk_io_pct] -clock clk0 [all_outputs]
--- design.v ---
module mef1 ( input clk , input g, input s, input rd, input reset, input back, input ev, output D, output Lerro, output LEV, output M);
reg [1:0] state , nextstate;
parameter S0 = 2'b00;
parameter S1 = 2'b01;
parameter S2 = 2'b10;
parameter S3 = 2'b11;
always @ ( posedge clk , posedge
    reset )
    if ( reset ) state <= S0;
    else state <= nextstate;
always @ (*)
    case ( state )
        S0 : if ( ~g && ~s ) nextstate = S1;
        else nextstate = S0;
        S1 : if ( ev ) nextstate = S2;
        else nextstate = S1;
        S2 : if ( ~rd  ) nextstate = S3;
        else nextstate = S2;
        S3 : if ( back ) nextstate = S1;
        else nextstate = S3;
        default : nextstate = S0;
    endcase
assign M = (~rd & s3 | ~rd & s2) | (ev & s1 | ev & s3) | (s3) | (~g & ~s & s0);
assign LEV = (~ev & s1);
assign Lerro = (rd & s2);
assign D = (s3);
assign s0= ~state[1] & ~state[0];
assign s1= ~state[1] & state[0];
assign s2= state[1] & ~state[0];
assign s3= state[1] & state[0];
endmodule
--- run.sh ---
#!/bin/bash
# OpenROAD 26Q1-2900-gdf79404cd8, Yosys 0.63+post, stock flow scripts
make -C /OpenROAD-flow-scripts/flow DESIGN_CONFIG=/design/flow/config.mk WORK_HOME=/design/flow/orfs finish
==> results.sh <==
# implementation run metrics
export IMPL_ir_worst_vdd_v=0.000133
export IMPL_ys_types=10
export IMPL_ys_area_um2=135
export IMPL_fin_crit_sh=0.928
export IMPL_hold_ws_ns=0.434
export IMPL_cts_tree="done"
export IMPL_netlist_area_um2=135
export IMPL_timing_hold_violations_final=0
export IMPL_synth_top_area_share=0.370
export IMPL_layout_top_registers="state x2"
export IMPL_die_h_um=80
export IMPL_fp_util=0.0396
export IMPL_wl_per_cell_um=6.78
export IMPL_max_freq_mhz=431
export IMPL_cts_root_buf="clkbuf_4"
export IMPL_cts_sinks=2
export IMPL_cp_cell_sequence="clkdlybuf4s50_1 -> o21ba_1 -> a211oi_1 -> clkdlybuf4s50_1"
export IMPL_finalClockSkew_ns=0.00184
export IMPL_fp_coreArea_um2=3420
export IMPL_p_sw_frac=0.265
export IMPL_final_max_slew_viol_count=0
export IMPL_drtPass1Iterations=2
export IMPL_reg2reg_from="state[1]"
export IMPL_design_portCount=11
export IMPL_p_switching_uw=71.0
export IMPL_vias_per_cell=2.03
export IMPL_p_seq_frac=0.257
export IMPL_die_w_um=80
export IMPL_cp_common_cell="clkdlybuf4s50_1"
export IMPL_grt_overflow=0
export IMPL_slowest_delay_ns=0.50
export IMPL_dr_total_vias=146
export IMPL_r2r_slack_ns=1.54
export IMPL_postRouteWirelength_um=488
export IMPL_startpoint_type="primary input"
export IMPL_crit_family="buffers and inverters"
export IMPL_ctsResizeCount=0
export IMPL_tool_warnings=25
export IMPL_min_path_type="in -> async"
export IMPL_synth_warning_count=5
export IMPL_worst_path_max_delay_cell="clkdlybuf4s50_1"
export IMPL_largest_register="state"
export IMPL_clock_latency_ns=0.22
export IMPL_worst_path_max_fanout=2
export IMPL_tightest_slew_ns=0.219
export IMPL_power_internal_uw=198
export IMPL_clkPwrFrac=0.263
export IMPL_top_cells_by_area="dfrtp_1 (37%), a211oi_1 (11%), and3b_4 (9.3%)"
export IMPL_antenna_found_initial=0
export IMPL_die_area_um2=6400
export IMPL_drc=0
export IMPL_leakagePower_uw=0.000123
export IMPL_r2r_end="state[0]"
export IMPL_path_buffers=2
export IMPL_grt_use_total=0.0169
export IMPL_gp_congestion=0.763
export IMPL_drive_above_1_share=0.231
export IMPL_yosys_area_top_type="dfrtp_1"
export IMPL_cap_viol_max_count=0
export IMPL_max_clock_path_buffers=2
export IMPL_grt_pass1_wl_um=821
export IMPL_slew_headroom=0.853
export IMPL_antenna_left=0
export IMPL_io_buffers=10
export IMPL_ys_ff=2
export IMPL_path_class="in -> out"
export IMPL_largest_reg_flops=2
export IMPL_placementRows=21
export IMPL_post_cts_setup_buffers=0
export IMPL_grt_pass1_vias=158
export IMPL_numCtsBuffers=3
export IMPL_period_needed_ns=2.32
export IMPL_ff2ff_path_depth=2
export IMPL_antenna_cells=0
export IMPL_synthCells=13
export IMPL_worstPathRequired_ns=2.00
export IMPL_critPathCaptureType="primary output"
export IMPL_power_density_nw_per_um2=852
export IMPL_power_frac_comb=0.481
export IMPL_path_clk_slew_ns=0.03
export IMPL_synthToLayoutAreaGrowth_pct=133
export IMPL_cts_hold_buf=0
export IMPL_avgSynthCellArea_um2=10.4
export IMPL_drt_first_iter_violations=3
export IMPL_setup_violations=0
export IMPL_htree_levels=1
export IMPL_status="complete, no violations"
export IMPL_tns_ns=0
export IMPL_worst_ep_arrival_time_ns=1.82
export IMPL_grt_max_degree=7
export IMPL_ys_cells=13
export IMPL_ys_seq_frac=0.370
export IMPL_rsz0062_at_grt="no"
==> per-layer routing <==
metal | GRT usage | up-vias | wire length, um
met5 | 0 | - | 0
met3 | 0.0250 | 0 | 137
li1 | - | 74 | -
met1 | 0.0173 | 63 | 202
met4 | 0.00528 | 0 | 0
met2 | 0.0177 | 9 | 148
==> through the flow <==
step,std cells,setup WS [ns],utilization,instance area [um^2],power [uW]
floorplan,13,1.17,-,135,123
global placement,69,0.169,0.0857,293,198
detailed placement,69,0.168,0.0857,293,202
CTS,72,0.169,0.0923,315,278
global route,72,0.0811,0.0923,315,303
finish,72,0.180,0.0923,315,269
==> worst max path at each step <==
stage                 start  endpoint  slack [ns]  cells after the start
after CTS                rd         M        0.17                      4
after global routing      s         M        0.08                      4
final                     s         M        0.18                      4
==> Yosys cell counts, drive strengths merged <==
library cell,count
o21ba,1
a21o,1
nand2,1
nor3b,1
inv,2
and3b,2
a211oi,2
and2,1
dfrtp,2
==> power groups by stage <==
stage | registers, uW | logic, uW | clock network [uW]
CTS | 70.2 | 132 | 75.4
global route | 74.1 | 145 | 83.6
finish | 68.9 | 129 | 70.6
==> layout make-up <==
class / instances / area, um^2
clock buffers: 3 / 22.5
repair buffers: 10 / 100
well taps: 46 / 57.6
fillers: 410 / 3100
multi-input cells: 9 / 77.6
inverters: 2 / 7.51
flip-flops and latches: 2 / 50.0
==> kinds of logic (layout without fill, tap and decap cells) <==
| kind of cell | count (synthesis) | in the layout | share of synthesized area |
|---|---|---|---|
| and+or+nand+nor | 5 | 5 | 0.333 |
| AOI/OAI and AO/OA | 4 | 4 | 0.241 |
| DFF | 2 | 2 | 0.370 |
| buffers and inverters | 2 | 15 | 0.0556 |
==> layout by cell type, fill, tap and decap left out <==
master and instances:
inv_1 2, a211oi_1 2, and2_2 1, clkbuf_4 3, and3b_4 1, dfrtp_1 2
and3b_1 1, nand2_1 1, clkdlybuf4s50_1 10, nor3b_2 1, a21o_1 1, o21ba_1 1
Power figures rest on the tool's default switching activity, not on a simulated workload.
