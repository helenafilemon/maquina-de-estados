==> design.v <==
module contadorrolhas31 (
	input clk,
	input reset,    	 
	input decr_en,  	 
	input incr_en,  	 
	output reg [4:0] q,  
	output erro_flag	 
);
	leveltopulse M1(
    	.chave(incr_en),
    	.clk(clk),
    	.pulso(wincr)
	);
	localparam VALOR_INICIAL = 5'd31;  
	localparam MAX_VALOR 	= 5'd31;  
 	wire wincr;
	always @(posedge clk or posedge reset) begin
    	if (reset) begin
        	q <= VALOR_INICIAL;
    	end
    	else begin
        	if (decr_en && !wincr) begin
            	if (q > 0)      	 
                	q <= q - 1'b1;
        	end
        	else if (wincr && !decr_en) begin
            	if (q < MAX_VALOR)   
                	q <= q + 1'b1;
        	end
    	end
	end
 	and (erro_flag, ~q[0], q[1], q[2], q[3], ~q[4]);
endmodule
module leveltopulse (
	input wire clk,    	 
	input wire rst,    	 
	input wire chave,  	 
	output reg pulso   	 
);
	reg chave_sync1;
	reg chave_sync2;
	always @(posedge clk or posedge rst) begin
    	if (rst) begin
        	chave_sync1 <= 1'b0;
        	chave_sync2 <= 1'b0;
        	pulso <= 1'b0;
    	end
    	else begin
        	chave_sync1 <= chave;
        	chave_sync2 <= chave_sync1;
        	pulso <= chave_sync1 && !chave_sync2;
    	end
	end
endmodule
==> run.sh <==
#!/bin/bash
# OpenROAD 26Q1-2900-gdf79404cd8, Yosys 0.63+post, stock flow scripts
make -C /OpenROAD-flow-scripts/flow DESIGN_CONFIG=/design/flow/config.mk WORK_HOME=/design/flow/orfs finish
==> config.mk <==
export PLATFORM = sky130hd
export DESIGN_NAME = contadorrolhas31
export DESIGN_NICKNAME = contadorrolhas31
export VERILOG_FILES = /design/flow/design.v
export SDC_FILE = /design/flow/constraint.sdc
export NUM_CORES = 4
export LEC_CHECK = 1
export CORE_AREA = 10 10 70 70
export DIE_AREA = 0 0 80 80
==> constraint.sdc <==
current_design contadorrolhas31

set clk_period 1.7
set clk_io_pct 0.2

create_clock -name clk0 -period $clk_period [get_ports {clk}]

set non_clock_inputs [all_inputs -no_clocks]
set_input_delay [expr $clk_period * $clk_io_pct] -clock clk0 $non_clock_inputs
set_output_delay [expr $clk_period * $clk_io_pct] -clock clk0 [all_outputs]
==> summary.txt <==
impl run done, here's what came out: total grt overflow 0, H-tree depth 1, Final Max Slew Viols 0, DR DRC count 0, M1 WL 336 um, largest register by flop count q, Worst EP arrival 1.32 ns, run status complete, no violations, power share of the clock group 14.3%, setup slack, reg-to-reg 0.10 ns, Reg2Reg Depth 4, Mapped Area 350.3 um2, FMAX 602.9 MHz, Switching Power 0.2934 mW, area of the core 3416 um2, Min Clock Period, post-route 1.659 ns, mean post-synth cell area 10.95 um2, worst-skew pair later-pin latency 0.23 ns, Post-Syn Instances 32, Flop area 131.4 um2, Max-Cap Viols 0, first-pass GRT wire length 1304 um, Filler cells 380, Slew Limit Headroom 87.95%, hold_buf cts 0, CTS tree built, Met2 Wirelength 401 um, crit start category flop, pwr/cell area 1585 nW/um2, clk_skew 0.001539 ns, CP max FO 4, number of buffers added on ports 8, Area Growth Syn to Fin 64.64%, I/O Pins 10, Chip Area, Yosys 350.3 um2, # clock sinks 5, Synth cell types 20, Finished Layout Cells 97, Fin Setup TNS 0 ns, Final Wtd Congestion 0.7954, Pre-Place Util 10.26%, worst-margin pin slew 0.1806 ns, most frequent cells in the layout clkdlybuf4s50_1, buf_4, dfstp_2, Sw Ratio 32.10%, DRT Wirelength 809 um, initial drt markers 39, peak supply drop 0.3025 mV, Detailed Place HPWL 639.7 um, Rows 21, Pint 0.6206 mW, yosys warns 3, Max Used Layer met4, CP Capture Type output port, Fin. Hold Viols 0, deepest clock path buffer count 2, layout cells sized above 1 41.18%, Seq cells post-synth 5, All-Layer GR Usage 2.513%, Required @ worst endpoint 1.36 ns, chip area 6400 um2, die width 80 um, largest net degree at the start of global routing 7, Logic cell area 206.4 um2, max reg flops 5, 1st-pass router iterations 2, Final period util 97.57%, Seq/Total Area, Yosys 37.50%, met3 routed WL 52 um, Routed Antenna Nets 0, leakage 0.2562 nW, initial antenna violation count 0, Via density 3.052, Log Warnings 26, placed cell count 89, ANT cells 0, WL per Instance 8.340 um, clk slew on worst S/H paths 0.04 ns, Num CTS Buffers 3, ys cells 32, Final setup viols 0, Die Ht 80 um, worst r2r src q[1], R2R Path End q[2], biggest regs q (5), Worst Hold Class in2async, clock root buffer master clkbuf_4, Reg power frac 28.3%, Logic pwr share 57.3%, vias in the first global route 314, Setup Crit Path Kind reg2out, Vias 296
synth_stat cells:
cell type / count / area share (%)
nand2_1: 2 / 2.1
o21ai_1: 1 / 1.4
nor2b_1: 1 / 1.8
ha_1: 3 / 11
o2bb2ai_1: 1 / 2.5
nor2_1: 1 / 1.1
xnor2_1: 1 / 2.5
a21o_1: 1 / 2.1
mux2i_1: 2 / 5.7
o21ai_4: 1 / 4.6
fa_1: 1 / 5.7
a21oi_1: 1 / 1.4
xor2_1: 1 / 2.5
nand3b_1: 1 / 2.1
nand4_1: 1 / 1.8
inv_1: 5 / 5.4
mux2_4: 1 / 4.3
o21ai_0: 1 / 1.4
or4_4: 1 / 3.2
dfstp_2: 5 / 38
worst max-delay path by stage:
stage | startpoint | to | slack [ns]
CTS | q[1] | q[1] | 0.009
global route | decr_en | q[3] | -0.006
finish | q[1] | q[1] | 0.04
per-layer routing:
metal,global-route usage [%],vias up
li1,-,149
met1,2.561,139
met2,4.655,6
met3,1.023,2
met4,0.5282,0
met5,0,-
cell type report:
class	instances	share of cell area (%)
multi-input cells	22	35.79
repair buffers	15	23.64
flip-flops and latches	5	22.78
well taps	46	9.978
clock buffers	4	4.555
inverters	5	3.254
stage by stage:
stage | area (um2) | utilization (%) | setup slack (ns) | hold slack [ns] | power (mW)
3_3_place_gp | 510.5 | 14.95 | -0.2280 | 0.4930 | 0.6999
4_1_cts | 565.5 | 16.56 | 0.009077 | 0.5221 | 0.9036
5_1_grt | 576.8 | 16.89 | -0.005583 | 0.5600 | 1.004
3_5_place_dp | 510.5 | 14.95 | -0.2422 | 0.4933 | 0.7068
6_report | 576.8 | 16.89 | 0.04134 | 0.5149 | 0.9140
2_1_floorplan | 350.3 | - | 0.1817 | 0.3171 | 0.5055
power by group through the flow:
stage         clock [mW]  sequential [mW]  combinational [mW]
global route       0.146            0.265               0.593
finish             0.131            0.259               0.524
CTS                0.137            0.263               0.504
worst max-delay path: stages, from the launching register on:
cell	delay, ns
dfstp_2	0.53
buf_6	0.10
clkdlybuf4s50_1	0.45
logic make-up after synthesis:
kind of cell    synth area share, %
fa+ha+maj                     16.43
mux                           9.999
buf+inv                       5.358
xor+xnor                      5.001
flops                         37.50
compound gates                13.57
simple gates                  12.15
timing repair:
item	CTS	global route
cloned	0	0
setup endpoints to repair	2	3
pin swaps	1	1
buffers inserted	3	1
gates resized	7	2
Power is estimated from default activity; no workload was simulated.
